<file path="flow/run.sh">
#!/bin/bash
# OpenROAD 26Q1-2900-gdf79404cd8, Yosys 0.63+post, stock flow scripts
make -C /OpenROAD-flow-scripts/flow DESIGN_CONFIG=/design/flow/config.mk WORK_HOME=/design/flow/orfs finish
</file>
<file path="flow/config.mk">
export PLATFORM = sky130hd
export DESIGN_NAME = productoEscalar
export DESIGN_NICKNAME = productoEscalar
export VERILOG_FILES = /design/flow/design.v
export SDC_FILE = /design/flow/constraint.sdc
export NUM_CORES = 4
export LEC_CHECK = 1
export CORE_UTILIZATION = 40
</file>
<file path="flow/constraint.sdc">
current_design productoEscalar

set clk_period 6.5
set clk_io_pct 0.2

create_clock -name clk0 -period $clk_period [get_ports {clock}]

set non_clock_inputs [all_inputs -no_clocks]
set_input_delay [expr $clk_period * $clk_io_pct] -clock clk0 $non_clock_inputs
set_output_delay [expr $clk_period * $clk_io_pct] -clock clk0 [all_outputs]
</file>
<file path="flow/design.v">
module productoEscalar(clock,reset,start,a,b,valid,result,busy);
    input wire  clock;
    input wire  reset;
    input wire  start;
    input wire  [7:0] a;
    input wire  [7:0] b;
    input wire  valid;
    output reg  [15:0] result;
    output reg  busy;
    reg  [15:0] accumulator$d;
    wire  [15:0] accumulator$q;
    reg  accumulator$clk;
    reg  [7:0] counter$d;
    wire  [7:0] counter$q;
    reg  counter$clk;
    reg  e_busy$d;
    wire  e_busy$q;
    reg  e_busy$clk;
    reg  [7:0] mul$a;
    reg  [7:0] mul$b;
    wire  [15:0] mul$resul;
    reg  [7:0] max_count;
    top$accumulator accumulator(
        .d(accumulator$d),
        .q(accumulator$q),
        .clk(accumulator$clk)
    );
    top$counter counter(
        .d(counter$d),
        .q(counter$q),
        .clk(counter$clk)
    );
    top$e_busy e_busy(
        .d(e_busy$d),
        .q(e_busy$q),
        .clk(e_busy$clk)
    );
    top$mul mul(
        .a(mul$a),
        .b(mul$b),
        .resul(mul$resul)
    );
    always @(*) begin
        accumulator$clk = clock;
        counter$clk = clock;
        e_busy$clk = clock;
        accumulator$d = accumulator$q;
        counter$d = counter$q;
        e_busy$d = e_busy$q;
        max_count = 32'h4;
        result = 32'h0;
        if (reset) begin
            accumulator$d = 32'h0;
            counter$d = 32'h0;
            e_busy$d = 1'b0;
            busy = 1'b0;
        end
        else if (~e_busy$q) begin
            if (start) begin
                e_busy$d = 1'b1;
                counter$d = 32'h0;
                accumulator$d = 32'h0;
                busy = 1'b1;
            end
        end
        else begin
            if (valid) begin
                mul$a = a;
                mul$b = b;
                accumulator$d = accumulator$q + mul$resul;
                counter$d = counter$q + 32'h1;
                if (counter$q == max_count) begin
                    result = accumulator$q;
                    e_busy$d = 1'b0;
                    busy = 1'b0;
                end
            end
        end
    end
endmodule  
module top$accumulator(d,q,clk);
    input wire  [15:0] d;
    output reg  [15:0] q;
    input wire  clk;
    initial begin
       q = 16'h0;
    end
    always @(posedge clk) q <= d;
endmodule  
module top$counter(d,q,clk);
    input wire  [7:0] d;
    output reg  [7:0] q;
    input wire  clk;
    initial begin
       q = 8'h0;
    end
    always @(posedge clk) q <= d;
endmodule  
module top$e_busy(d,q,clk);
    input wire  d;
    output reg  q;
    input wire  clk;
    initial begin
       q = 1'h0;
    end
    always @(posedge clk) q <= d;
endmodule  
module top$mul(a,b,resul);
    input wire  [7:0] a;
    input wire  [7:0] b;
    output reg  [15:0] resul;
    always @(*) begin
        resul = 32'h0;
        if (b[32'h0]) begin
            resul = resul + ((a) & 16'hffff);
        end
        if (b[32'h1]) begin
            resul = resul + (((a) & 16'hffff) << 32'h1);
        end
        if (b[32'h2]) begin
            resul = resul + (((a) & 16'hffff) << 32'h2);
        end
        if (b[32'h3]) begin
            resul = resul + (((a) & 16'hffff) << 32'h3);
        end
        if (b[32'h4]) begin
            resul = resul + (((a) & 16'hffff) << 32'h4);
        end
        if (b[32'h5]) begin
            resul = resul + (((a) & 16'hffff) << 32'h5);
        end
        if (b[32'h6]) begin
            resul = resul + (((a) & 16'hffff) << 32'h6);
        end
        if (b[32'h7]) begin
            resul = resul + (((a) & 16'hffff) << 32'h7);
        end
    end
endmodule  
</file>
==> impl_metrics.yaml <==
# physical design summary
global_routing:
  grt_max_degree: 30
  gr-total-overflow: 0
  track_usage: 0.198
  antenna_found_initial: 0
  grt_pass1_vias: 4329
  grt_pass1_wl_mm: 20.9
placed_design:
  dpl_cell_area_um2: 5580
  gp_congestion: 0.890
  dp_hpwl_mm: 9.56
  portBuffers: 36
  placed_cells: 840
  pre_cts_ws_ps: 1320
layout:
  finish.utilization: 0.465
  instances_no_fill: 844
  layout_top_cell: "ha_1"
  combGateArea_um2: 4060
  lay_top_cells: "ha_1 (77), nor2_1 (53), a21oi_1 (49)"
  fillCellCount: 1164
  ff_latch_area_um2: 756
  area_delta_synth_final_pct: 11.6
  post_route_cells_drive_above_1_share: 0.0518
  fin_area_um2: 5660
clock_network:
  clk_latency_ps: 260
  post_cts_buffers: 0
  clockBufferDepth: 2
  cts-resized-gates: 0
  clockRootBuffer: "clkbuf_16"
  h-tree-depth: 1
  clk_transition_reported_paths_ps: 60
  cts_made_buffers: 3
  tritoncts: "yes"
  cts_hold_buf: 0
critical_path:
  critPathRequiredTime_ps: 5200
  crit_path_end_kind: "output port"
  cp-start-kind: "input pin"
  arrival_ps: 3870
  crit_start: "valid"
  reg2reg_to: "accumulator.q[15]"
  path_max_fanout: 19
  worstSetupPathType: "input pin to output port"
  reg2reg_depth: 9
  cp.buffers_inverters: 4
  worstPathCellList: "clkdlybuf4s50_1, and2_1, buf_4, nand2_1, nor4bb_1, nor2b_1, buf_4, and2_1, clkdlybuf4s50_1"
  cp_top_family: "buffers and inverters"
  crit_cells: 9
  reg2reg_slack_ps: 3680
  max_stage_delay_ps: 490
  endpoint: "result[6]"
  r2r_start: "accumulator.q[1]"
  cpMaxStageDelayCell: "nor4bb_1"
timing:
  rsz0062_at_grt: "false"
  fin_skew_ps: 7.32
  setup_viol: 0
  untimed_endpoints: 18
  tns_ps: 0
  clock.fmax_mhz: 193
  max_slew.worst_pin.slew_ps: 817
  drv_slew: 0
  setup_slack_ps: 1330
  post-route-period-util: 0.796
  hold_viol: 0
  unclocked_pins: 17
  period_minus_slack_ps: 5170
  maxSlewHeadroom: 0.455
yosys:
  ys_area_um2: 5070
  numSynthFlops: 42
  async_reset_ff_frac: 0
  yosysWarnings: 5
  syn_area_um2: 5070
  topCellsByArea: "ha_1 (19%), dfxtp_1 (9.9%), dlxtn_1 (5.0%)"
  top_cell_area_share: 0.190
  synth-edff-count: 0
  top_area_cell: "ha_1"
  yosysCellCount: 653
  synth_cells: 653
  ys.flop_type: "dfxtp_1"
  synth_cell_types: 68
  synth.avg_cell_area_um2: 7.76
floorplan:
  die_area_um2: 13100
  coreArea_um2: 12200
  die_height_um: 115
  io_pins: 37
  core_util_floorplan: 0.417
  fp-row-count: 40
  die_w_um: 115
detailed_routing:
  drc: 0
  wl_per_cell_um: 14.2
  drt-initial-drc-count: 226
  dr.pass1.iters: 4
  drt-total-wl_mm: 12.0
  viasPerCell: 5.39
  antenna_left: 0
  dr_total_vias: 4546
  antenna_cells: 0
min_path:
  hp-start: "accumulator.q[15]"
  min_path_type: "flop to flop"
pwr:
  leakage_nw: 2.55
  peakVddDrop_mv: 0.125
  cellPowerDensity_nw_per_um2: 271
job:
  warning_count: 33
  maxCapViolCount: 0
status:
  status: "finished, final reports clean"
-- final cells by class --
cell class                      count  share of cell area
Inverter                           45              0.0298
Timing Repair Buffer               40              0.0690
Sequential cell                    42               0.134
Multi-Input combinational cell    545               0.716
Tap cell                          168              0.0371
Clock buffer                        3              0.0133
Clock inverter                      1            0.000884
-- logic make-up after synthesis --
family / Yosys count / share of synthesized area
and+or+nand+nor: 201 / 0.198
muxes: 26 / 0.0565
buffers and inverters: 66 / 0.0511
adders and majority gates: 85 / 0.222
DFF: 25 / 0.0987
AOI/OAI and AO/OA: 189 / 0.248
xor gates and xnor gates: 44 / 0.0760
latches: 17 / 0.0503
-- how the worst min path moves through the flow --
stage / cells past startpoint / slack (ps) / to
CTS: 1 / 500 / accumulator.q[15]
global route: 2 / 530 / counter.q[6]
finish: 1 / 490 / accumulator.q[15]
-- cell usage after synthesis (3+ instances only) --
library cell   n
a211oi_1       4
a21o_1        21
a21oi_1       49
a22oi_1       10
a31oi_1        8
a32oi_1        3
and2_1        24
and3_1         6
buf_2          3
clkbuf_1      16
dfxtp_1       25
dlxtn_1       17
fa_1           8
ha_1          77
inv_1         45
mux2_2        17
mux2i_1        8
nand2_1       46
nand2b_1       8
nand3_1       10
nand3b_1       5
nand4_1        3
nor2_1        53
nor2b_1       13
nor3_1        16
nor3b_1        5
o21a_1        17
o21ai_0       37
o21bai_1       3
o221ai_1       3
o31ai_1        3
or2_2          3
or3_1          3
xnor2_1       26
xor2_1        18
-- where the power goes --
| part | internal (W) | switching, W |
|---|---|---|
| clock network | 0.0000828 | 0.0000513 |
| logic | 0.000566 | 0.000623 |
| registers | 0.000175 | 0.0000361 |
-- metal layers --
layer / vias up / track usage / part of all wire
li1: 2395 / - / -
met1: 2092 / 0.305 / 0.54
met2: 55 / 0.325 / 0.44
met3: 4 / 0.00863 / 0.022
met4: 0 / 0.0121 / 0.0051
met5: - / 0 / 0
-- stage by stage --
stage          total power (W)  hold WS [ps]
2_1_floorplan          0.00118           456
3_3_place_gp           0.00137           483
3_5_place_dp           0.00139           477
4_1_cts                0.00154           497
5_1_grt                0.00172           528
6_report               0.00153           494
-- state kept, by name, indices dropped and copies added, names as in the netlist --
name and count:
busy 1, mul$a 8, accumulator.q 16, mul$b 8, counter.q 8, e_busy.q 1
Power is estimated from default activity; no workload was simulated.
