$ cat /design/flow/run.sh
#!/bin/bash
# OpenROAD 26Q1-2900-gdf79404cd8, Yosys 0.63+post, stock flow scripts
make -C /OpenROAD-flow-scripts/flow DESIGN_CONFIG=/design/flow/config.mk WORK_HOME=/design/flow/orfs finish
$ cat /design/flow/config.mk
export PLATFORM = sky130hd
export DESIGN_NAME = ArbolSumadoresSegmentacion
export DESIGN_NICKNAME = ArbolSumadoresSegmentacion
export VERILOG_FILES = /design/flow/design.v
export SDC_FILE = /design/flow/constraint.sdc
export NUM_CORES = 4
export LEC_CHECK = 1
export CORE_UTILIZATION = 50
$ cat /design/flow/constraint.sdc
current_design ArbolSumadoresSegmentacion

set clk_period 4.1
set clk_io_pct 0.2

create_clock -name clk0 -period $clk_period [get_ports {clk}]

set non_clock_inputs [all_inputs -no_clocks]
set_input_delay [expr $clk_period * $clk_io_pct] -clock clk0 $non_clock_inputs
set_output_delay [expr $clk_period * $clk_io_pct] -clock clk0 [all_outputs]
$ cat /design/flow/design.v
module ArbolSumadoresSegmentacion(inputs$0,inputs$1,inputs$2,inputs$3,inputs$4,inputs$5,inputs$6,inputs$7,result,clk,rstn);
    input wire signed [7:0] inputs$0;
    input wire signed [7:0] inputs$1;
    input wire signed [7:0] inputs$2;
    input wire signed [7:0] inputs$3;
    input wire signed [7:0] inputs$4;
    input wire signed [7:0] inputs$5;
    input wire signed [7:0] inputs$6;
    input wire signed [7:0] inputs$7;
    output reg signed [10:0] result;
    input wire  clk;
    input wire  rstn;
    reg signed [8:0] sum1$d;
    wire signed [8:0] sum1$q;
    reg  sum1$clock;
    reg signed [8:0] sum2$d;
    wire signed [8:0] sum2$q;
    reg  sum2$clock;
    reg signed [8:0] sum3$d;
    wire signed [8:0] sum3$q;
    reg  sum3$clock;
    reg signed [8:0] sum4$d;
    wire signed [8:0] sum4$q;
    reg  sum4$clock;
    reg signed [9:0] sum1_1$d;
    wire signed [9:0] sum1_1$q;
    reg  sum1_1$clock;
    reg signed [9:0] sum1_2$d;
    wire signed [9:0] sum1_2$q;
    reg  sum1_2$clock;
    reg signed [10:0] final_sum$d;
    wire signed [10:0] final_sum$q;
    reg  final_sum$clock;
    top$sum1 sum1(
        .d(sum1$d),
        .q(sum1$q),
        .clock(sum1$clock)
    );
    top$sum2 sum2(
        .d(sum2$d),
        .q(sum2$q),
        .clock(sum2$clock)
    );
    top$sum3 sum3(
        .d(sum3$d),
        .q(sum3$q),
        .clock(sum3$clock)
    );
    top$sum4 sum4(
        .d(sum4$d),
        .q(sum4$q),
        .clock(sum4$clock)
    );
    top$sum1_1 sum1_1(
        .d(sum1_1$d),
        .q(sum1_1$q),
        .clock(sum1_1$clock)
    );
    top$sum1_2 sum1_2(
        .d(sum1_2$d),
        .q(sum1_2$q),
        .clock(sum1_2$clock)
    );
    top$final_sum final_sum(
        .d(final_sum$d),
        .q(final_sum$q),
        .clock(final_sum$clock)
    );
    always @(*) begin
        sum1$clock = clk;
        sum2$clock = clk;
        sum3$clock = clk;
        sum4$clock = clk;
        sum1_1$clock = clk;
        sum1_2$clock = clk;
        final_sum$clock = clk;
        if (~rstn) begin
            sum1$d = 32'h0;
            sum2$d = 32'h0;
            sum3$d = 32'h0;
            sum4$d = 32'h0;
            sum1_1$d = 32'h0;
            sum1_2$d = 32'h0;
            final_sum$d = 32'h0;
            result = 32'h0;
        end
        else begin
            sum1$d = $signed(inputs$0) + $signed(inputs$1);
            sum2$d = $signed(inputs$2) + $signed(inputs$3);
            sum3$d = $signed(inputs$4) + $signed(inputs$5);
            sum4$d = $signed(inputs$6) + $signed(inputs$7);
            sum1_1$d = $signed(sum1$q) + $signed(sum2$q);
            sum1_2$d = $signed(sum3$q) + $signed(sum4$q);
            final_sum$d = $signed(sum1_1$q) + $signed(sum1_2$q);
            result = final_sum$q;
        end
    end
endmodule  
module top$final_sum(d,q,clock);
    input wire signed [10:0] d;
    output reg signed [10:0] q;
    input wire  clock;
    initial begin
       q = 11'h0;
    end
    always @(posedge clock) begin
       q <= d;
    end
endmodule  
module top$sum1(d,q,clock);
    input wire signed [8:0] d;
    output reg signed [8:0] q;
    input wire  clock;
    initial begin
       q = 9'h0;
    end
    always @(posedge clock) begin
       q <= d;
    end
endmodule  
module top$sum1_1(d,q,clock);
    input wire signed [9:0] d;
    output reg signed [9:0] q;
    input wire  clock;
    initial begin
       q = 10'h0;
    end
    always @(posedge clock) begin
       q <= d;
    end
endmodule  
module top$sum1_2(d,q,clock);
    input wire signed [9:0] d;
    output reg signed [9:0] q;
    input wire  clock;
    initial begin
       q = 10'h0;
    end
    always @(posedge clock) begin
       q <= d;
    end
endmodule  
module top$sum2(d,q,clock);
    input wire signed [8:0] d;
    output reg signed [8:0] q;
    input wire  clock;
    initial begin
       q = 9'h0;
    end
    always @(posedge clock) begin
       q <= d;
    end
endmodule  
module top$sum3(d,q,clock);
    input wire signed [8:0] d;
    output reg signed [8:0] q;
    input wire  clock;
    initial begin
       q = 9'h0;
    end
    always @(posedge clock) begin
       q <= d;
    end
endmodule  
module top$sum4(d,q,clock);
    input wire signed [8:0] d;
    output reg signed [8:0] q;
    input wire  clock;
    initial begin
       q = 9'h0;
    end
    always @(posedge clock) begin
       q <= d;
    end
endmodule  
==> impl_results.html <==
<h3>Run summary</h3>
<table>
<tr><th>Metric</th><th>Value</th></tr>
<tr><th colspan="2">GRT</th></tr>
<tr><td>Largest net degree at the start of global routing</td><td>27</td></tr>
<tr><td>Overall track demand over capacity in global routing</td><td>19.8%</td></tr>
<tr><td>Global route overflow</td><td>0</td></tr>
<tr><td>First-pass GRT wire length</td><td>13400 um</td></tr>
<tr><td>Via count of the first global-routing pass</td><td>around 3100</td></tr>
<tr><td>Number of antenna violations at the first check in global routing</td><td>0</td></tr>
<tr><th colspan="2">Clock tree</th></tr>
<tr><td>Maximum count of clock buffers along a single path</td><td>2</td></tr>
<tr><td>Clock transition at path regs</td><td>0.07 ns</td></tr>
<tr><td>Count of cells resized by post-cts repair</td><td>0</td></tr>
<tr><td>Late-Pin Clk Latency</td><td>0.33 ns</td></tr>
<tr><td>Maximum level of the CTS H-tree</td><td>3</td></tr>
<tr><td>TritonCTS clock tree</td><td>yes</td></tr>
<tr><td>Buffer count from post-CTS setup fixing</td><td>0</td></tr>
<tr><td>Root buffer cell</td><td>sky130_fd_sc_hd__clkbuf_8</td></tr>
<tr><td>Number of buffers inserted during clock tree synthesis</td><td>9</td></tr>
<tr><td>Clk sink count</td><td>67</td></tr>
<tr><td>CTS Hold Bufs</td><td>0</td></tr>
<tr><th colspan="2">Synthesis</th></tr>
<tr><td>Number of cell instances after yosys synthesis</td><td>~450</td></tr>
<tr><td>Instance count of the mapped netlist</td><td>451</td></tr>
<tr><td>Mean instance size in the synthesized netlist</td><td>9.00 um2</td></tr>
<tr><td>Total of warnings raised by yosys</td><td>8</td></tr>
<tr><td>Post-synth cell types</td><td>between 40 and 50</td></tr>
<tr><td>Post-synthesis async set-or-reset flop share</td><td>0%</td></tr>
<tr><td>Area share of fa/ha/maj cells after synthesis</td><td>between 20% and 30%</td></tr>
<tr><td>Seq cells post-synth</td><td>67</td></tr>
<tr><td>And-or/or-and share of the synthesized area</td><td>19.4%</td></tr>
<tr><td>Synth Seq Share</td><td>33.0%</td></tr>
<tr><td>Commonest register cell after synthesis</td><td>sky130_fd_sc_hd__dfxtp_1</td></tr>
<tr><td>Post-synth mux share</td><td>0.247%</td></tr>
<tr><td>Cell area after synthesis</td><td>4060 um2</td></tr>
<tr><td>Biggest combinational cell group after synthesis</td><td>adder cells</td></tr>
<tr><td>Chip area estimate from yosys synthesis</td><td>4060 um2</td></tr>
<tr><td>Synthesized-area fraction occupied by xor and xnor cells</td><td>5.83%</td></tr>
<tr><td>Post-Synth Simple-Gate Area</td><td>between 10% and 20%</td></tr>
<tr><td>Post-synth tally of flip-flops with integrated enable</td><td>0</td></tr>
<tr><th colspan="2">Placement</th></tr>
<tr><td>Detailed Place HPWL</td><td>5880 um</td></tr>
<tr><td>Routability congestion estimate from global placement</td><td>0.864</td></tr>
<tr><td>Number of placed cells counting well taps</td><td>623</td></tr>
<tr><td>Port buffer count</td><td>around 76</td></tr>
<tr><th colspan="2">Final timing</th></tr>
<tr><td>Worst slew margin relative to its limit</td><td>61.4%</td></tr>
<tr><td>Unrepaired setup endpoints after global routing</td><td>no</td></tr>
<tr><td>Count of final hold-check violations</td><td>0</td></tr>
<tr><td>Shortest clock period the worst path allows after layout</td><td>roughly 3.1 ns</td></tr>
<tr><td>Setup TNS</td><td>0 ns</td></tr>
<tr><td>Setup Skew</td><td>0.00459 ns</td></tr>
<tr><td>FMAX</td><td>roughly 320 MHz</td></tr>
<tr><td>Setup violations, final</td><td>0</td></tr>
<tr><td>Transition at the pin with the smallest max-transition slack</td><td>~0.58 ns</td></tr>
<tr><td>Post-route worst hold slack</td><td>0.549 ns</td></tr>
<tr><td>Final Max Tran Viols</td><td>0</td></tr>
<tr><td>Final period util</td><td>76.6%</td></tr>
<tr><th colspan="2">Floorplan</th></tr>
<tr><td>DIE WIDTH</td><td>~92 um</td></tr>
<tr><td>Core footprint</td><td>7810 um2</td></tr>
<tr><td>Overall die area</td><td>8480 um2</td></tr>
<tr><td>Die Y</td><td>slightly above 90 um</td></tr>
<tr><td>Count of boundary I/O pins</td><td>between 70 and 80</td></tr>
<tr><td>Std cell rows</td><td>32</td></tr>
<tr><td>Core Util at FP</td><td>52.0%</td></tr>
<tr><th colspan="2">Critical path</th></tr>
<tr><td>Startpoint type of the worst setup path</td><td>input pin</td></tr>
<tr><td>Data arrival at the endpoint of the critical path</td><td>2.32 ns</td></tr>
<tr><td>Required @ worst endpoint</td><td>between 3 and 4 ns</td></tr>
<tr><td>Worst Path Class, Setup</td><td>in -&gt; out</td></tr>
<tr><td>Worst-path fanout max</td><td>22</td></tr>
<tr><td>Critical path capture point type</td><td>output pin</td></tr>
<tr><th colspan="2">Pwr</th></tr>
<tr><td>Cell area power density</td><td>404 nW/um2</td></tr>
<tr><td>Maximum vdd drop</td><td>0.223 mV</td></tr>
<tr><td>Static Leakage</td><td>2.25 nW</td></tr>
<tr><td>Total design power</td><td>0.00210 W</td></tr>
<tr><th colspan="2">Routing</th></tr>
<tr><td>Total number of vias</td><td>3321</td></tr>
<tr><td>Antenna cells</td><td>0</td></tr>
<tr><td>Via-to-Cell Ratio</td><td>5.20</td></tr>
<tr><td>First-pass iteration count of the detailed router</td><td>4</td></tr>
<tr><td>Post-detailed-route DRC marker count</td><td>0</td></tr>
<tr><td>DRT iter0 DRCs</td><td>103</td></tr>
<tr><td>DRT antenna net count</td><td>0</td></tr>
<tr><td>Routed WL</td><td>7530 um</td></tr>
<tr><td>WL/cell</td><td>roughly 12 um</td></tr>
<tr><th colspan="2">Flow run</th></tr>
<tr><td>Maximum capacitance violations</td><td>0</td></tr>
<tr><td>Total number of warnings across the stage logs</td><td>26</td></tr>
<tr><th colspan="2">Layout</th></tr>
<tr><td>Ratio of cells with drive above 1 in the final layout</td><td>4.10%</td></tr>
<tr><td>Finished Layout Cells</td><td>639</td></tr>
<tr><td>Synthesis-to-finish area growth</td><td>28.0%</td></tr>
<tr><td>Core Util, Final</td><td>66.6%</td></tr>
<tr><td>Commonest cells after routing, fill and taps aside</td><td>76 x sky130_fd_sc_hd__clkdlybuf4s50_1, 67 x sky130_fd_sc_hd__dfxtp_1, 60 x sky130_fd_sc_hd__ha_1</td></tr>
<tr><td>Top logic cell by instance count in the layout</td><td>sky130_fd_sc_hd__clkdlybuf4s50_1</td></tr>
<tr><th colspan="2">Outcome</th></tr>
<tr><td>Run status</td><td>complete, no violations</td></tr>
<tr><th colspan="2">Worst hold path</th></tr>
<tr><td>Min-Delay Path Class</td><td>reg -&gt; reg</td></tr>
</table>
==> layer usage <==
metal | up-vias | GRT usage (%) | wire (um)
li1 | 1775 | - | -
met1 | 1454 | 30.5 | 3850
met2 | 85 | 31.4 | 3270
met3 | 7 | 2.95 | 356
met4 | 0 | 2.21 | 56
met5 | - | 0 | 0
==> logic make-up (layout without fill, tap and decap cells) <==
group                    count (synthesis)  count (layout)
multiplexers                             1               1
XOR/XNOR                                27              27
AND-OR/OR-AND                          122             122
adder cells (fa/ha/maj)                 67              67
AND/OR/NAND/NOR                        137             137
flip-flops                              67              67
buffers and inverters                   30             116
==> per-stage QoR <==
step | area [um2] | setup slack, ns
2_1_floorplan | 4060 | 1.79
3_3_place_gp | 4930 | 0.951
3_5_place_dp | 4930 | 0.918
4_1_cts | 5200 | 0.915
5_1_grt | 5200 | 0.797
6_report | 5200 | 0.960
==> worst paths after layout <==
| check | start | to | slack, ns | depth (start not counted) |
|---|---|---|---|---|
| setup / recovery | rstn | result[2] | 0.96 | 3 |
| hold / removal | sum1_2.q[0]$_SDFF_PN0_ | final_sum.q[0]$_SDFF_PN0_ | 0.55 | 2 |
| setup reg to reg | sum1_1.q[0]$_SDFF_PN0_ | final_sum.q[8]$_SDFF_PN0_ | 1.90 | 7 |
| hold reg to reg | sum1_2.q[0]$_SDFF_PN0_ | final_sum.q[0]$_SDFF_PN0_ | 0.55 | 2 |
==> cell usage after synthesis (all sizes together), types with 9 or more instances <==
library cell  count  area, um2
xnor2            12        105
nor2             50        188
nand2b            9       56.3
nor3              9       45.0
and2             23        144
a211oi           13       97.6
dfxtp            67       1340
a21o              9       68.8
nand2            18       67.6
xor2             15        131
ha               60        751
o21ai            23        115
o21a             14        106
a21oi            36        180
inv              20       75.1
==> cell type report <==
type	instances	area, um2
Clock buffer	9	124
Fill cell	657	2610
Tap cell	102	128
Inverter	22	82.6
Sequential cell	67	1340
Multi-Input combinational cell	354	2610
Clock inverter	7	140
Timing Repair Buffer	78	776
==> critical path: stages <==
cell and delay [ns]:
sky130_fd_sc_hd__clkdlybuf4s50_1 0.83, sky130_fd_sc_hd__and2_1 0.21, sky130_fd_sc_hd__clkdlybuf4s50_1 0.45
==> registers in the layout, indices dropped and copies added (netlist names) <==
register / cells
sum1_2.q: 10
sum1_1.q: 10
final_sum.q: 11
sum3.q: 9
sum1.q: 9
sum4.q: 9
sum2.q: 9
==> where the power goes <==
part | internal [W] | leakage, nW | switching, W | total (W)
Combinational | 0.000316 | 1.57 | 0.000296 | 0.000612
Clock | 0.000464 | 0.125 | 0.000238 | 0.000702
Sequential | 0.000751 | 0.556 | 0.0000332 | 0.000784
Total | 0.00153 | 2.25 | 0.000567 | 0.00210
Power figures rest on the tool's default switching activity, not on a simulated workload.
