--- design/flow/run.sh ---
#!/bin/bash
# OpenROAD 26Q1-2900-gdf79404cd8, Yosys 0.63+post, stock flow scripts
make -C /OpenROAD-flow-scripts/flow DESIGN_CONFIG=/design/flow/config.mk WORK_HOME=/design/flow/orfs finish
--- design/flow/constraint.sdc ---
current_design multiplicacionMatrices

set clk_period 6.9
set clk_io_pct 0.2

create_clock -name clk0 -period $clk_period

set non_clock_inputs [all_inputs -no_clocks]
set_input_delay [expr $clk_period * $clk_io_pct] -clock clk0 $non_clock_inputs
set_output_delay [expr $clk_period * $clk_io_pct] -clock clk0 [all_outputs]
--- design/flow/config.mk ---
export PLATFORM = sky130hd
export DESIGN_NAME = multiplicacionMatrices
export DESIGN_NICKNAME = multiplicacionMatrices
export VERILOG_FILES = /design/flow/design.v
export SDC_FILE = /design/flow/constraint.sdc
export NUM_CORES = 4
export LEC_CHECK = 1
export CORE_UTILIZATION = 30
--- design/flow/design.v ---
module multiplicacionMatrices(rst,a$0,a$1,a$2,a$3,b$0,b$1,b$2,b$3,result$0,result$1,result$2,result$3);
    input wire  rst;
    input wire signed [3:0] a$0;
    input wire signed [3:0] a$1;
    input wire signed [3:0] a$2;
    input wire signed [3:0] a$3;
    input wire signed [3:0] b$0;
    input wire signed [3:0] b$1;
    input wire signed [3:0] b$2;
    input wire signed [3:0] b$3;
    output reg signed [31:0] result$0;
    output reg signed [31:0] result$1;
    output reg signed [31:0] result$2;
    output reg signed [31:0] result$3;
    always @(*) begin
        if (rst) begin
            result$0 = 32'h0;
            result$1 = 32'h0;
            result$2 = 32'h0;
            result$3 = 32'h0;
        end
        else begin
            result$0 = ($signed(a$0) * $signed(b$0)) + ($signed(a$1) * $signed(b$2));
            result$1 = ($signed(a$0) * $signed(b$1)) + ($signed(a$1) * $signed(b$3));
            result$2 = ($signed(a$2) * $signed(b$0)) + ($signed(a$3) * $signed(b$2));
            result$3 = ($signed(a$2) * $signed(b$1)) + ($signed(a$3) * $signed(b$3));
        end
    end
endmodule  
==> flow_metrics.tcl <==
# implementation run metrics
set metrics [dict create \
    sequential_cell_area_sq_um 0 \
    post_synthesis_instance_total 832 \
    number_of_filler_instances_in_the_final_layout 2122 \
    hold_path.class "in2out" \
    max_slew_margin_pct 61.9 \
    routedWlPerCell_um 13.3 \
    count_of_clock_buffers_in_the_final_design 0 \
    die-width_um 157 \
    area_of_the_multi_input_gates_sq_mm 0.00653 \
    number_of_drc_violations_after_detailed_routing 0 \
    run_status "finished with violations" \
    vias 6136 \
    min_period_ns 7.10 \
    dieHeight_um 157 \
    timing.critical_path.cells "buf_12 > buf_8 > and2_4 > fa_2 > inv_2 > fa_1 > inv_2 > fa_1 > inv_2 > fa_1 > inv_1 > ha_2 > a21o_1 > o32a_1 > o41ai_2 > xnor2_1 > nor2_4 > buf_12 > buf_16 > buf_6 > buf_6 > buf_6 > buf_6" \
    postRouteAntennaNets 0 \
    ys_seq_share_pct 0 \
    critical_path.most_common_cell "buf_6" \
    yosys_warnings 1 \
    power_density_mw_per_mm2 529 \
    post-route-cell-area_sq_mm 0.0113 \
    worst-endpoint-required_ns 5.52 \
    ys_chip_area_sq_mm 0.00722 \
    path_max_fanout 4 \
    yosys-stat-cells 832 \
    stage_log_warnings 46 \
    final_min_period_over_clock_period_pct 103 \
    flip_flops 0 \
    setup.worst_path.start_class "input port" \
    worst_path_dominant_cell_family "adder cells" \
    cp-end-kind "output pin" \
    synth_dominant_cell_count "inv_1" \
    synth.area.top_cells "fa_1 (34%), ha_1 (16%), buf_4 (9.6%)" \
    io_pins 161 \
    grt_remaining_overflow 0 \
    detailedPlacementHpwl_mm 14.1 \
    gpl.final_weighted_congestion 0.822 \
    max_cap_viol_count 0 \
    crit_type "in2out" \
    fraction_of_layout_instances_using_a_drive_strength_above_1_pct 47.0 \
    drt_iter0_markers 140 \
    detailedRoute.firstPassIterationCount 4 \
    yosys-top-cells-count "inv_1 (180), fa_1 (124), buf_4 (92), ha_1 (92), and2_1 (72)" \
    detailed_place.area_sq_mm 0.00957 \
    worst_slack_ns -0.200 \
    power_total_w 0.00600 \
    grt_start_max_net_pins 45 \
    buffer_ports.inserted 161 \
    area_growth_syn_to_layout_pct 57.2 \
    setup-violations-final 42 \
    initCoreUtil_pct 30.7 \
    crit_path_max_incr_delay_ns 0.55 \
    post_synth_num_cell_types 30 \
    drv_slew 0 \
    cp_num_buf_inv 12 \
    wirelength_mm 19.3 \
    leakagePower_nw 5.80 \
    violations "negative setup slack" \
    timing.critical_path.slowest_stage_cell "fa_2" \
    number_of_global_route_vias_before_repair 6078 \
    synth.avg_cell_area_sq_um 8.67 \
    fmax_mhz 141 \
    design.core.area_sq_mm 0.0235 \
    diodes 0 \
    grt_antenna_before_repair 0 \
    rsz0062_at_grt "yes" \
    synth_area_sq_mm 0.00722 \
    synth_top_cell_by_area "fa_1" \
    grt_first_pass_wirelength_mm 30.4 \
    area_leader_share_pct 34.4 \
    core.rowCount 56 \
    post-route-util_pct 48.2 \
    timing_hold_violations_final 0 \
    post_cts_hold_buffer_count 0 \
    max-vdd-ir-drop_mv 0.351 \
    worst_slew_pin_slew_ns 0.572 \
    total_grt_usage_pct 16.1 \
    dieArea_sq_mm 0.0247 \
    routed_via_density 4.23 \
    cp_data_arrival_time_ns 5.72 \
]
-- final timing paths --
| check | startpoint | to | slack, ns | cells past startpoint |
|---|---|---|---|---|
| max | a$2[3] | result$3[17] | -0.20 | 23 |
| min | rst | result$2[7] | 3.52 | 5 |
-- layer usage --
layer / wire length (um) / global-route usage, %
met5: 0 / 0
met4: 93 / 0.601
met3: 1360 / 2.72
met2: 8990 / 26.5
met1: 8820 / 23.8
-- logic make-up after synthesis --
family	count (synthesis)	share of synthesized area [%]
buffers and inverters	284	19.7
adders and majority gates	216	50.3
AOI/OAI and AO/OA	79	7.84
and+or+nand+nor	193	14.3
muxes	16	2.50
xor gates and xnor gates	44	5.34
-- per-stage QoR --
| stage | hold WS, ns | TNS (ns) | setup WS (ns) | cells |
|---|---|---|---|---|
| 2_1_floorplan | 2.95 | 0 | 0.0288 | 832 |
| 3_3_place_gp | 3.76 | -74.90 | -0.784 | 1341 |
| 3_5_place_dp | 3.76 | -74.89 | -0.779 | 1341 |
| 4_1_cts | 3.60 | -17.20 | -0.407 | 1433 |
| 5_1_grt | 3.60 | -14.04 | -0.369 | 1452 |
| 6_report | 3.52 | -2.55 | -0.200 | 1452 |
-- what timing repair did --
action                                  4_1_cts  5_1_grt
buffers inserted                             79       34
endpoints found under the setup margin      113      109
hold endpoints to repair                      0        0
resized                                     516      227
gates cloned                                 13        1
pin swaps                                    78       75
-- report_power, final --
group / leakage (nW) / total, W / switching (W) / internal, W
clock: 0 / 0 / 0 / 0
combinational: 5.80 / 0.00600 / 0.00217 / 0.00383
sequential: 0 / 0 / 0 / 0
total: 5.80 / 0.00600 / 0.00217 / 0.00383
-- layout by cell type (no fill, tap or decap), drive strengths merged, types with 16 or more instances in the layout --
cell / count
inv: 180
clkbuf: 46
mux2: 16
a21oi: 16
and2: 72
fa: 124
clkdlybuf4s50: 23
nor2: 36
o21a: 21
nand2: 28
xnor2: 36
nor2b: 24
nand2b: 16
ha: 92
buf: 317
-- layout make-up --
type	count	area share, %
inverter	180	5.96
tap	319	3.52
timing repair buffer	405	33.0
multi-input combinational	548	57.6
-- worst min-delay path, stage by stage --
cell	delay, ns
buf_2	0.09
buf_4	0.28
nor2_1	0.17
mux2_4	0.14
dlymetal6s2s_1	0.08
No activity file was given, so power comes from the tool's default toggle rates.
